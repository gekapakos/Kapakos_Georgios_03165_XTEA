===== flow/design.v =====
`default_nettype none
module xtea(
            input wire               clk,
            input wire               reset_n,
            input wire               cs,
            input wire               we,
            input wire      [7 : 0]  address,
            input wire      [31 : 0] write_data,
            output wire     [31 : 0] read_data
           );
  localparam ADDR_CTRL         = 8'h08;
  localparam CTRL_NEXT_BIT     = 1;
  localparam STATUS_READY_BIT  = 0;
  localparam ADDR_CONFIG       = 8'h0a;
  localparam CONFIG_ENCDEC_BIT = 0;
  localparam ADDR_ROUNDS       = 8'h0c;
  localparam ADDR_KEY0         = 8'h10;
  localparam ADDR_KEY3         = 8'h13;
  localparam ADDR_BLOCK0       = 8'h20;
  localparam ADDR_BLOCK1       = 8'h21;
  localparam ADDR_RESULT0      = 8'h30;
  localparam ADDR_RESULT1      = 8'h31;
  localparam CORE_NAME0        = 32'h78746561;  
  localparam CORE_NAME1        = 32'h2d313238;  
  localparam CORE_VERSION      = 32'h302e3630;  
  localparam NUM_ROUNDS        = 32;
  logic next;
  logic next_new;
  logic encdec;
  logic config_we;
  logic [31 : 0] block_reg [0 : 1];
  logic          block_we;
  logic [31 : 0] key_reg [0 : 3];
  logic          key_we;
  logic [5 : 0]  rounds;
  logic          rounds_we;
  logic [31 : 0]   tmp_read_data;
  wire           ready;
  wire [127 : 0] key;
  wire [63 : 0]  block;
  wire [63 : 0]  result;
  assign read_data = tmp_read_data;
  assign key = {key_reg[0], key_reg[1], key_reg[2], key_reg[3]};
  assign block  = {block_reg[0], block_reg[1]};
  xtea_core core(.*);
  enum {ADDR_NAME0 = 4'h0, ADDR_NAME1 = 4'h1, ADDR_VERSION = 4'h2, ADDR_STATUS = 4'h9} address_reg;
  always_ff @ (posedge clk or negedge reset_n)
    begin : reg_update
      integer i;
      if (reset_n == 0) 
        begin
          for (i = 0 ; i < 2 ; i++)
            block_reg[i] <= 32'h0;
          for (i = 0 ; i < 4 ; i++)
            key_reg[i] <= 32'h0;
          rounds <= NUM_ROUNDS;
          next   <= 1'h0;
          encdec <= 1'h0;
        end
      else
        begin
          next <= next_new;
          if (config_we)
            begin
              encdec <= write_data[CONFIG_ENCDEC_BIT];
            end
          if (rounds_we)
            rounds <= write_data[5 : 0];
          if (key_we)
            key_reg[address[1 : 0]] <= write_data;
          if (block_we)
            block_reg[address[0]] <= write_data;
        end
    end  
  always_comb
    begin : api
      rounds_we     = 1'h0;
      next_new      = 1'h0;
      config_we     = 1'h0;
      key_we        = 1'h0;
      block_we      = 1'h0;
      tmp_read_data = 32'h0;
      if (cs)
        begin
          if (we)
            begin
              if (ready)
                begin
                  if (address == ADDR_CTRL)
                    next_new = write_data[CTRL_NEXT_BIT];
                  if (address == ADDR_CONFIG)
                    config_we = 1'h1;
                  if (address == ADDR_ROUNDS)
                    config_we = 1'h1;
                  if ((address >= ADDR_KEY0) && (address <= ADDR_KEY3))
                    key_we = 1'h1;
                  if ((address >= ADDR_BLOCK0) && (address <= ADDR_BLOCK1))
                    block_we = 1'h1;
                end
            end
          else
            begin
              case (address)
                ADDR_NAME0:   tmp_read_data = CORE_NAME0;
                ADDR_NAME1:   tmp_read_data = CORE_NAME1;
                ADDR_VERSION: tmp_read_data = CORE_VERSION;
                ADDR_STATUS:  tmp_read_data = {31'h0, ready};
                default:
                  begin
                  end
              endcase  
              if ((address >= ADDR_RESULT0) && (address <= ADDR_RESULT1))
                tmp_read_data = result[(1 - (address - ADDR_RESULT0)) * 32 +: 32];
            end
        end
    end  
endmodule  
`default_nettype none
module xtea_core(
                 input wire           clk,
                 input wire           reset_n,
                 input wire           encdec,
                 input wire           next,
                 output wire          ready,
                 input wire [5 : 0]   rounds,
                 input wire [127 : 0] key,
                 input wire [63 : 0]  block,
                 output wire [63 : 0] result
                );
  enum {CTRL_IDLE = 2'h0, CTRL_INIT = 2'h1, CTRL_ROUNDS0 = 2'h2, CTRL_ROUNDS1 = 2'h3} core_ctrl_reg, core_ctrl_new;
  localparam DELTA        = 32'h9e3779b9;
  localparam NUM_ROUNDS   = 32;
  logic [31 : 0] v0_reg;
  logic [31 : 0] v0_new;
  logic          v0_we;
  logic [31 : 0] v1_reg;
  logic [31 : 0] v1_new;
  logic          v1_we;
  logic [31 : 0] sum_reg;
  logic [31 : 0] sum_new;
  logic          sum_we;
  logic          ready_reg;
  logic          ready_new;
  logic          ready_we;
  logic [5 : 0]  round_ctr_reg;
  logic [5 : 0]  round_ctr_new;
  logic          round_ctr_rst;
  logic          round_ctr_inc;
  logic          round_ctr_we;
  logic          core_ctrl_we;
  logic init_state;
  logic update_v0;
  logic update_v1;
  logic update_sum;
  assign ready  = ready_reg;
  assign result = {v0_reg, v1_reg};
  always_ff @ (posedge clk or negedge reset_n)
    begin: reg_update
      if (!reset_n)
        begin
          ready_reg     <= 1'h1;
          v0_reg        <= 32'h0;
          v1_reg        <= 32'h0;
          sum_reg       <= 32'h0;
          round_ctr_reg <= NUM_ROUNDS;
          core_ctrl_reg <= CTRL_IDLE;
        end
      else
        begin
          if (ready_we)
            ready_reg <= ready_new;
          if (v0_we)
              v0_reg <= v0_new;
          if (v1_we)
              v1_reg <= v1_new;
          if (sum_we)
            sum_reg <= sum_new;
          if (round_ctr_we)
            round_ctr_reg <= round_ctr_new;
          if (core_ctrl_we)
            core_ctrl_reg <= core_ctrl_new;
        end
    end  
  always_comb 
    begin : xtea_core_dp
      logic [31 : 0] keyw [0 : 3];
      logic [31 : 0] v0_0;
      logic [31 : 0] v0_0_0;
      logic [31 : 0] v0_0_1;
      logic [31 : 0] v0_1;
      logic [31 : 0] v0_delta;
      logic [31 : 0] v1_0;
      logic [31 : 0] v1_0_0;
      logic [31 : 0] v1_0_1;
      logic [31 : 0] v1_1;
      logic [31 : 0] v1_delta;
      v0_new  = 32'h0;
      v0_we   = 1'h0;
      v1_new  = 32'h0;
      v1_we   = 1'h0;
      sum_new = 32'h0;
      sum_we  = 1'h0;
      keyw[0] = key[127 : 096];
      keyw[1] = key[095 : 064];
      keyw[2] = key[063 : 032];
      keyw[3] = key[031 : 000];
      if (init_state)
        begin
          v0_new = block[63 : 32];
          v1_new = block[31 : 0];
          v0_we   = 1'h1;
          v1_we   = 1'h1;
          sum_we  = 1'h1;
          if (encdec)
            sum_new = 32'h0;
          else
            sum_new = DELTA * NUM_ROUNDS;
        end
      v0_0_0 = {v1_reg[27 : 0], 4'h0};
      v0_0_1 = {5'h0, v1_reg[31 : 5]};
      v0_0 = ((v0_0_0 ^ v0_0_1) + v1_reg);
      v0_1 = (sum_reg + keyw[sum_reg[1 : 0]]);
      v0_delta =  v0_0 ^ v0_1;
      if (update_v0)
        begin
          v0_we = 1'h1;
          if (encdec)
            v0_new = v0_reg + v0_delta;
          else
            v0_new = v0_reg - v0_delta;;
        end
      v1_0_0 = {v0_reg[27 : 0], 4'h0};
      v1_0_1 = {5'h0, v0_reg[31 : 5]};
      v1_0 = ((v1_0_0 ^ v1_0_1) + v0_reg);
      v1_1 = (sum_reg + keyw[sum_reg[12 : 11]]);
      v1_delta =  v1_0 ^ v1_1;
      if (update_v1)
        begin
          v1_we = 1'h1;
          if (encdec)
            v1_new = v1_reg + v1_delta;
          else
            v1_new = v1_reg - v1_delta;
        end
      if (update_sum)
        begin
          sum_we  = 1'h1;
          if (encdec)
            sum_new = sum_reg + DELTA;
          else
            sum_new = sum_reg - DELTA;
        end
    end  
  always_comb
    begin : round_ctr
      round_ctr_new = 6'h0;
      round_ctr_we  = 1'h0;
      if (round_ctr_rst)
        round_ctr_we  = 1'h1;
      if (round_ctr_inc)
        begin
          round_ctr_new = round_ctr_reg + 1'h1;
          round_ctr_we  = 1'h1;
        end
    end  
  always_comb
    begin : xtea_core_ctrl
      init_state    = 1'h0;
      update_v0     = 1'h0;
      update_v1     = 1'h0;
      update_sum    = 1'h0;
      ready_new     = 1'h0;
      ready_we      = 1'h0;
      round_ctr_rst = 1'h0;
      round_ctr_inc = 1'h0;
      core_ctrl_new = CTRL_IDLE;
      core_ctrl_we  = 1'h0;
      case (core_ctrl_reg)
        CTRL_IDLE:
          begin
            if (next)
              begin
                ready_new     = 1'h0;
                ready_we      = 1'h1;
                core_ctrl_new = CTRL_INIT;
                core_ctrl_we  = 1'h1;
              end
          end
        CTRL_INIT:
          begin
            round_ctr_rst = 1'h1;
            init_state    = 1'h1;
            core_ctrl_new = CTRL_ROUNDS0;
            core_ctrl_we  = 1'h1;
          end
        CTRL_ROUNDS0:
          begin
            update_sum         = 1'h1;
            if (encdec)
              update_v0        = 1'h1;
            else
              update_v1        = 1'h1;
            core_ctrl_new = CTRL_ROUNDS1;
            core_ctrl_we  = 1'b1;
          end
        CTRL_ROUNDS1:
          begin
            if (encdec)
              update_v1 = 1'h1;
            else
              update_v0 = 1'h1;
            if (round_ctr_reg == (rounds - 1))
              begin
                ready_new     = 1'h1;
                ready_we      = 1'h1;
                core_ctrl_new = CTRL_IDLE;
                core_ctrl_we  = 1'b1;
              end
            else
              begin
                round_ctr_inc = 1'h1;
                core_ctrl_new = CTRL_ROUNDS0;
                core_ctrl_we  = 1'b1;
              end
          end
        default:
          begin
          end
      endcase  
    end  
endmodule  

===== flow/run.sh =====
#!/bin/bash
# OpenROAD 26Q1-2900-gdf79404cd8, Yosys 0.63+post, stock flow scripts
make -C /OpenROAD-flow-scripts/flow DESIGN_CONFIG=/design/flow/config.mk WORK_HOME=/design/flow/orfs finish

===== flow/config.mk =====
export PLATFORM = sky130hd
export DESIGN_NAME = xtea
export DESIGN_NICKNAME = xtea
export VERILOG_FILES = /design/flow/design.v
export SDC_FILE = /design/flow/constraint.sdc
export NUM_CORES = 4
export LEC_CHECK = 1
export CORE_UTILIZATION = 40

===== flow/constraint.sdc =====
current_design xtea

set clk_period 23.4
set clk_io_pct 0.2

create_clock -name clk0 -period $clk_period [get_ports {clk}]

set non_clock_inputs [all_inputs -no_clocks]
set_input_delay [expr $clk_period * $clk_io_pct] -clock clk0 $non_clock_inputs
set_output_delay [expr $clk_period * $clk_io_pct] -clock clk0 [all_outputs]

==> reports/metrics.csv <==
metric,value,unit
# IOs,76,
routed vias/inst,5.94,
hold_buf cts,0,
clock buffer depth,3,
Core Rows,95,
post-route ant nets,0,
Synth Instances,2852,
CP arrival,7.59,ns
wire per inst,22.8,µm
most common cell in the synthesized netlist,dfrtp_1,
Routability Congestion,0.991,
first-pass GRT wire length,132000,µm
ys flops,301,
clock sinks,301,
commonest cells in the netlist,"dfrtp_1 (298), a21oi_1 (284), ha_1 (238)",
die area,69600,µm²
maxcap violations,0,
setup TNS,0,ns
Startpoint Class,primary input,
Top-area cell share,27.2,%
Synthesis Warnings,5,
Largest cells by area,"dfrtp_1 (27%), ha_1 (11%), mux2_2 (9.2%)",
pre-CTS setup slack,11.18,ns
slack of the critical path,11.13,ns
# Cells Yosys,2852,
WP data required,18.72,ns
YS chip area,27400,µm²
unrepaired setup endpoints after global routing,false,
critical path capture point type,output port,
fp util,40.6,%
CTS Buf Count,34,
Total Routed Length,86300,µm
DPL Wire Length,66900,µm
measured slew at the worst slew-check pin,0.779,ns
Post-synth EDFFs,0,
CTS root buf,clkbuf_16,
setup bufs post-CTS,0,
Power per Cell Area,36.2,nW/µm²
fmax,81.5,MHz
Layout area overhead,10.6,%
"Clk pin slew, worst setup/hold paths",0.06,ns
IO Port Bufs,75,
Vias,22500,
TritonRoute pass-1 iters,8,
worst reg2reg path depth,23,
Hold Path Depth,1,
Final Setup Violations,0,
crit path kind,primary input to output port,
final hold vios,0,
VDD IR-drop max,0.0391,mV
filler cell count,6134,
Rel. slew slack,48.1,%
Final Skew,0.0160,ns
register area,7550,µm²
initial antenna violation count,3,
Async SR Flop Fraction,100,%
share of layout cells above drive strength 1,15.2,%
PostCTS Resize Cnt,0,
Leak,15.0,nW
outcome,"finished, final reports clean",
Die X,264,µm
CTS tree,built,
Hold Crit Class,flop to flop,
Tot GR Track Use,25.6,%
total grt overflow,0,
H-tree depth,2,
post-synth cell types,96,
vias in the first global route,22300,
"Seq share, synth",27.5,%
logic area,19300,µm²
die height,264,µm
largest net degree at the start of global routing,110,
minimum clock period,12.27,ns
Clock Latency Late Sink,0.55,ns
Mapped Avg Cell Area,9.61,µm²
final critical-path share of the clock period,52.5,%
max-slew violation count,0,
Detailed Route Iter0 Violations,1682,
ys flop type,dfrtp_1,
area of the mapped netlist,27400,µm²
max FFs per register,128,
Yosys top cell by area,dfrtp_1,
Crit Path Max Fanout,12,
tool warnings,47,
# DRC,0,
core area,67500,µm²
-- critical path: stages --
cell             delay, ns
clkdlybuf4s50_1       0.83
inv_1                 0.21
ha_1                  0.35
nor2_1                0.13
nand3_1               0.42
buf_4                 0.36
nor2_1                0.12
clkdlybuf4s50_1       0.47
-- cells by family (layout without fill, tap and decap cells) --
kind of cell	Yosys count	in the layout	synth area share, %
simple gates	624	624	11.2
xor+xnor	346	346	11.5
buf+inv	161	225	2.22
mux	354	354	16.9
flops	301	301	27.5
other cells	0	1	0
compound gates	821	821	19.3
fa+ha+maj	245	245	11.4
-- final cells by class --
cell class | count | area share [%]
multi-input cells | 2390 | 63.7
flip-flops and latches | 301 | 24.9
well taps | 873 | 3.61
repair buffers | 110 | 3.39
clock buffers | 50 | 3.32
inverters | 54 | 0.669
clock inverters | 11 | 0.372
diodes | 1 | 0.00826
-- through the flow --
stage	utilization (%)	total power (W)	cells	hold slack (ns)	area [µm²]
floorplan	-	0.000535	2852	0.365	27400
global placement	43.2	0.000564	3728	0.403	29200
detailed placement	43.2	0.000565	3728	0.413	29200
CTS	44.9	0.00111	3789	0.421	30300
global route	44.9	0.00113	3789	0.439	30300
finish	44.9	0.00110	3790	0.417	30300
-- path summary, 6_finish.rpt --
| kind | to | slack [ns] | from |
|---|---|---|---|
| setup / recovery | read_data[7] | 11.13 | address[1] |
| hold / removal | core.core_ctrl_reg[0] | 0.42 | next |
| setup reg to reg | core.v1_reg[31] | 15.55 | core.sum_reg[12] |
| hold reg to reg | core.core_ctrl_reg[0] | 0.42 | next |
| max in group asynchronous | core.sum_reg[0] | 17.34 | reset_n |
| min in group asynchronous | core.v1_reg[29] | 4.14 | reset_n |
-- placed cells by master (no fill, tap or decap), types with 73 or more instances in the layout --
master and count:
nor2_1 154, o21ai_0 120, dfrtp_1 292, clkdlybuf4s50_1 73, xor2_1 131, mux2_2 223
nand2_1 174, ha_1 238, a21o_1 111, xnor2_1 206, a21oi_1 283
-- where the power goes --
| group | leakage [nW] | internal [W] | switching, W |
|---|---|---|---|
| registers | 4.19 | 0.000521 | 0 |
| clock network | 0.542 | 0.000320 | 0.000221 |
| logic | 10.3 | 0.00000923 | 0.0000252 |
-- per-layer routing --
layer / GRT usage, % / share of wire [%]
met3: 7.99 / 8.5
met4: 5.53 / 2.5
met5: 0 / 0.014
met1: 36.4 / 44
met2: 39.2 / 45
Power figures rest on the tool's default switching activity, not on a simulated workload.
